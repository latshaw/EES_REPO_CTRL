==> /design/flow/run.sh <==
#!/bin/bash
# OpenROAD 26Q1-2900-gdf79404cd8, Yosys 0.63+post, stock flow scripts
make -C /OpenROAD-flow-scripts/flow DESIGN_CONFIG=/design/flow/config.mk WORK_HOME=/design/flow/orfs finish
==> /design/flow/design.v <==
module mac_compat_dpram #(
	parameter mac_aw=10
) (
	input host_clk,
	input [mac_aw:0] host_waddr,
	input host_write,
	input [15:0] host_wdata,
	input tx_clk,
	input [mac_aw - 1: 0] host_raddr,
	output reg [15:0] host_rdata,
	output reg [mac_aw - 1: 0] buf_start_addr,
	output reg tx_mac_start
);
initial begin
	host_rdata = 0;
	tx_mac_start = 0;
end
reg [15:0] host_mem[0:(1<<mac_aw)-1];
wire host_dpram_write = host_write & ~host_waddr[mac_aw];
always @(posedge host_clk) if (host_dpram_write)
	host_mem[host_waddr[mac_aw-1:0]] <= host_wdata;
always @(posedge tx_clk) host_rdata <= host_mem[host_raddr];
wire host_start_write = host_write & host_waddr[mac_aw];
always @(posedge host_clk) begin
	if (host_start_write & ~host_waddr[0]) buf_start_addr <= host_wdata;
	if (host_start_write) tx_mac_start <= ~host_waddr[0];
end
endmodule  
==> /design/flow/config.mk <==
export PLATFORM = sky130hd
export DESIGN_NAME = mac_compat_dpram
export DESIGN_NICKNAME = mac_compat_dpram
export VERILOG_FILES = /design/flow/design.v
export SDC_FILE = /design/flow/constraint.sdc
export NUM_CORES = 4
export LEC_CHECK = 1
export CORE_UTILIZATION = 40
export SYNTH_MEMORY_MAX_BITS = 65536
==> /design/flow/constraint.sdc <==
current_design mac_compat_dpram

set clk_period 3.8
set clk_io_pct 0.2

create_clock -name clk0 -period $clk_period [get_ports {host_clk}]
create_clock -name clk1 -period $clk_period [get_ports {tx_clk}]

set non_clock_inputs [all_inputs -no_clocks]
set_input_delay [expr $clk_period * $clk_io_pct] -clock clk0 $non_clock_inputs
set_output_delay [expr $clk_period * $clk_io_pct] -clock clk0 [all_outputs]
==> reports/metrics.csv <==
stage,metric,value,unit
final_timing,Worst-path end type,register input,
synth,"Warnings, synthesis",1,
place,placed cell area,0.710,mm²
global_route,largest net degree at the start of global routing,129,
final_timing,GR repair worst EP,host_rdata[12]$_DFF_P_/D,
place,routability cong.,0.974,
synth,Cell Type Count,90,
status,tool error,[ERROR GRT-0116] Global routing finished with congestion. Check the congestion regions in the DRC Viewer.,
floorplanning,row count,462,
floorplanning,die width,1.26,mm
status,outcome,aborted with a tool error,
synth,Synth Seq Share,0.777,
place,worst slack at placement,-1.90,ns
status,Fail Step,5_1_grt,
synth,Syn Inst Count,28862,
place,Detailed Place HPWL,1400,mm
synth,"Registers, synthesis",16411,
synth,flip-flops with a built-in enable,16395,
synth,Most used DFF post-synth,edfxtp_1,
synth,Syn Std Cell Area,0.634,mm²
floorplanning,die y size,1.26,mm
floorplanning,floorplan core density,0.401,
synth,Synth Area per Inst,22.0,µm²
synth,YS chip area,0.634,mm²
clocking,Clock Sinks,16411,
synth,Synth async-reset ratio,0,
synth,Yosys Instances,28862,
floorplanning,Ports,67,
place,# port buffers,65,
-- logic make-up after synthesis --
logic type      synth area share
flops                      0.777
compound gates            0.0273
mux                        0.159
simple gates              0.0186
buf+inv                   0.0181
-- per-stage QoR --
step            util  hold WS, ns  std cells
2_1_floorplan      -        0.817      28862
3_3_place_gp   0.449         1.20      53132
3_5_place_dp   0.449         1.18      53136
4_1_cts        0.486       0.0216      56345
-- synth_stat cells, drive strengths merged (32+ instances only) --
library cell,n,area (µm²)
a211oi,77,588
mux2,85,957
mux4,3681,83100
and3,80,500
a221oi,74,648
o211ai,57,428
a22o,39,342
nand4,46,288
a311oi,42,368
a31oi,146,913
buf,1200,9130
nand3,205,1030
clkbuf,578,2340
edfxtp,16395,492000
nor3,126,631
nand2,823,3090
a22oi,235,1760
o21ai,314,1570
o221ai,431,3770
and2,53,332
o22ai,408,2550
nor4,44,275
mux2i,1638,16400
a21oi,428,2140
nor2,1247,4680
a32oi,32,280
-- what timing repair did --
action	CTS
pin swaps	135
buffers inserted	177
resized	659
setup endpoints to repair	16
hold buffers	11
gates cloned	37
endpoints found under the hold margin	123
